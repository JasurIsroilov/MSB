$ cat design/flow/design.v
module receiver #(
    parameter DW_IN = 64
) 
(
    input clk,
    input [DW_IN - 1:0] data,
    output reg [7:0] pos = 0
);
reg unsigned [7:0] i = 0;
reg unsigned [7:0] buff[63:0];
wire [7:0] b0 = buff[0];
wire [7:0] b1 = buff[1];
wire [7:0] b2 = buff[2];
wire [7:0] b3 = buff[3];
wire [7:0] b4 = buff[4];
wire [7:0] b5 = buff[5];
wire [7:0] b6 = buff[6];
wire [7:0] b7 = buff[7];
always @(posedge clk) 
begin
    for (i=0; i<8; i=i+1)
    begin
        if (data[8*i + 7])
            buff[i] <= 8;
        else if (data[8*i + 6])
            buff[i] <= 7;
        else if (data[8*i + 5])
            buff[i] <= 6;
        else if (data[8*i + 4])
            buff[i] <= 5;
        else if (data[8*i + 3])
            buff[i] <= 4;
        else if (data[8*i + 2])
            buff[i] <= 3;
        else if (data[8*i + 1])
            buff[i] <= 2;
        else if (data[8*i + 0])
            buff[i] <= 1;
        else
            buff[i] <= 0;
    end
    pos <= 0;
    if(buff[7])
        pos <= buff[7] + 56;
    else if (buff[6])
        pos <= buff[6] + 48;
    else if (buff[5])
        pos <= buff[5] + 40;
    else if (buff[4])
        pos <= buff[4] + 32;
    else if (buff[3])
        pos <= buff[3] + 24;
    else if (buff[2])
        pos <= buff[2] + 16;
    else if (buff[1])
        pos <= buff[1] + 8;
    else if (buff[0])
        pos <= buff[0];
    else
        pos <= 0;
end
endmodule
$ cat design/flow/run.sh
#!/bin/bash
# OpenROAD 26Q1-2900-gdf79404cd8, Yosys 0.63+post, stock flow scripts
make -C /OpenROAD-flow-scripts/flow DESIGN_CONFIG=/design/flow/config.mk WORK_HOME=/design/flow/orfs finish
$ cat design/flow/config.mk
export PLATFORM = sky130hd
export DESIGN_NAME = receiver
export DESIGN_NICKNAME = receiver
export VERILOG_FILES = /design/flow/design.v
export SDC_FILE = /design/flow/constraint.sdc
export NUM_CORES = 4
export LEC_CHECK = 1
export CORE_UTILIZATION = 30
$ cat design/flow/constraint.sdc
current_design receiver

set clk_period 2.0
set clk_io_pct 0.2

create_clock -name clk0 -period $clk_period [get_ports {clk}]

set non_clock_inputs [all_inputs -no_clocks]
set_input_delay [expr $clk_period * $clk_io_pct] -clock clk0 $non_clock_inputs
set_output_delay [expr $clk_period * $clk_io_pct] -clock clk0 [all_outputs]
==> metrics.cfg <==
[status]
status = complete, no violations

[finish]
syn2layout_area_growth_pct = 58.3
drive_gt1_share_pct = 5.16
layout_top_cell = clkdlybuf4s50_1
final_cell_mix = clkdlybuf4s50_1 (71), a21oi_1 (42), dfxtp_1 (39)
fin_area_sq_mm = 0.00245
stdcell_count = 319
nFillCells = 464

[yosys]
ys_cells = 175
netlist.area_leader.share_pct = 50.4
synth_cell_type_count = 23
top_area_cell = dfxtp_1
synth_area_sq_mm = 0.00155
yosysWarnings = 2
syn_inst = 175
ys_ff = 39
area_leaders = dfxtp_1 (50%), a21oi_1 (14%), o21bai_1 (5.3%)
ys_seq_share_pct = 50.4
syn_avg_cell_area_sq_um = 8.85
yosys_area_sq_mm = 0.00155

[clock_network]
root_buffer = clkbuf_8
h-tree-depth = 2
cts.sinks = 39
clk_pin_slew_ns = 0.07
worstSkewPairLatency_ns = 0.28
numCtsBuffers = 5
clock_path_buffers = 2
ctsHoldBuffers = 0
post_cts_resized = 0
postCtsSetupBuffers = 0
cts_tree = built

[floorplanning]
num_rows = 25
core_sq_mm = 0.00485
die_w_microns = 73.9
die_area_sq_mm = 0.00545
fp_util_pct = 31.9
die_y_microns = 73.9
ios = 73

[setup_path]
path_class = reg2reg
cp_max_fo = 3
cp-end-kind = register
worstSetupStartpoint = buff[7][0]
cp.arrival_ns = 2.01
start_kind = register
r2r-start = buff[7][0]
crit_required_ns = 2.23

[timing]
fin_crit_sh_pct = 89.2
rsz0062_at_grt = no
max_freq_ghz = 0.561
setup_viol = 0
fin_skew_ns = 0.00282
relSlewSlack_pct = 50.3
period_needed_ns = 1.78
setup-tns-final_ns = 0
worst_pin_slew_ns = 0.738
hold_violations = 0
slew_violations = 0

[drt]
routed_via_density = 4.68
routed.top_layer = met4
met1_length_microns = 1560
dr.pass1.iters = 4
wl_met3_microns = 229
first_iter_violations = 78
num_vias = 1494
wl_microns = 3390
wl_per_cell_microns = 10.6
drc = 0
antenna_cells = 0
route.met2.wl_microns = 1570
drtAntennaViolNets = 0

[hold_path]
hp-start = buff[7][3]
hold_class = reg2reg

[global_routing]
grt_pass1_vias = 1396
grt_overflow = 0
grt_first_pass_wirelength_microns = 5760
grt_util_all_layers_pct = 13.8
antenna_found_initial = 0
grt_max_degree = 13

[power_and_ir_drop]
total_power_uw = 1770
power.density_mw_per_mm2 = 721
vdd_drop_max_v = 0.000283
leakagePower_uw = 0.000974

[placed_design]
numPortBuffers = 71
gp_congestion = 0.804
placed_cells = 311
hpwl_microns = 2770
placed_cell_area_sq_mm = 0.00233

[flow_run]
warnings = 25
max-cap-violations = 0

-- worst paths after layout --
check | slack (ns) | cells after the start | to
worst max-delay path | 0.22 | 4 | pos[1]
worst min-delay path | 0.43 | 0 | pos[6]
worst max register to register | 0.22 | 4 | pos[1]
worst min register to register | 0.43 | 0 | pos[6]
-- power breakdown --
| group | switching (uW) | internal (uW) | leakage, uW |
|---|---|---|---|
| clock network | 247 | 403 | 0.0000612 |
| logic | 80.2 | 174 | 0.000584 |
| registers | 34.8 | 829 | 0.000328 |
| total | 362 | 1410 | 0.000974 |
-- worst max-delay path: stages (launching register included) --
cell and delay (ns):
dfxtp_1 0.32, or4_1 0.55, or4_4 0.57, a21oi_1 0.15, a211o_1 0.13
-- Yosys cell counts --
cell type  number
nor4b_1         3
o21bai_1       11
nand2b_1        8
a21oi_1        42
o211ai_1        3
buf_2           1
nor4_1          6
a211o_1         3
nor3_1          1
o21ai_0         8
a2111oi_0       1
clkbuf_1        1
a2111o_1        1
dfxtp_1        39
o311ai_1        1
conb_1          1
nor2_1         19
inv_1          17
buf_4           1
or4_1           3
nor4_4          1
or4_4           3
a31oi_1         1
-- state kept, by name, summed over array words and instances, names as in the netlist --
name	flops
pos	7
buff	32
-- per-stage QoR --
step	utilization (%)	hold slack (ns)	setup WS (ns)
2_1_floorplan	-	0.428	0.358
3_3_place_gp	48.2	0.397	0.273
3_5_place_dp	48.2	0.414	0.279
4_1_cts	50.6	0.428	0.234
5_1_grt	50.6	0.457	0.154
6_report	50.6	0.425	0.217
-- logic make-up after synthesis --
kind of cell    after synthesis  share of synthesized area, %
compound gates               71                          26.9
other cells                   1                         0.242
buf+inv                      20                          5.17
simple gates                 44                          17.3
flops                        39                          50.4
-- cell type report --
cell class / instances / area [sq um] / share of cell area (%)
tap: 67 / 83.8 / 3.42
sequential: 39 / 781 / 31.8
clock buffer: 6 / 82.6 / 3.37
multi-input combinational: 116 / 688 / 28.1
inverter: 17 / 63.8 / 2.60
clock inverter: 2 / 35.0 / 1.43
timing repair buffer: 72 / 718 / 29.3
-- metal layers --
layer	global-route usage [%]	up-vias
li1	-	787
met1	19.6	659
met2	22.4	44
met3	3.47	4
met4	1.28	0
met5	0	-
Power figures rest on the tool's default switching activity, not on a simulated workload.
